===== flow/design.v =====
`timescale 1ns / 1ps
module DECSTAGE(
        input wire [31:0] Instr,
    input wire RF_WrEn,
    input wire [31:0] ALU_out,
    input wire [31:0] MEM_out,
    input wire RF_WrData_sel,
    input wire RF_B_sel,
    input wire Clk,
    output wire [31:0] Immed,
    output wire [31:0] RF_A,
    output wire [31:0] RF_B
    );
wire [4:0] readre2;
wire [31:0] Writedat;
wire [4:0] Instr_part1; 
assign Instr_part1 = {Instr[15:11]};
wire [4:0] Instr_part2; 
assign Instr_part2 = {Instr[20:16]};
wire [4:0] Instr_part3; 
assign Instr_part3 = {Instr[25:21]};  
wire [15:0] Instr_part4; 
assign Instr_part4 = {Instr[15:0]};
wire [5:0] Opcode; 
assign Opcode = {Instr[31:26]};
Imm_conv_16_32 converter(Opcode,Instr_part4,Immed);
MUX2_1 mult_input(ALU_out,MEM_out,RF_WrData_sel,Writedat); 
MUX2_1_5b multi_addr(Instr_part1,Instr_part2,RF_B_sel, readre2); 
registerfile registers(Instr_part3,readre2,Instr_part2,Writedat,RF_WrEn,Clk,RF_A,RF_B);
endmodule
`timescale 1ns / 1ps
module Imm_conv_16_32(
    input wire [5:0] Opcode,
    input wire [15:0] Immed_in,
    output wire [31:0] Immed_out
    );
	 wire [31:0] pre_Immed_out;
assign pre_Immed_out = ((Opcode==6'b111000)||(Opcode==6'b110000)||(Opcode==6'b000011)||(Opcode==6'b000111)||(Opcode==6'b001111)||(Opcode==6'b011111)||(Opcode==6'b111111)||(Opcode==6'b000000)||(Opcode==6'b000001)) ? {{16{Immed_in[15]}}, Immed_in} :  
						     ((Opcode==6'b110010)||(Opcode==6'b110011)) ? {16'b0000000000000000, Immed_in} :   
							  ((Opcode==6'b111001)) ? {Immed_in<<16} :   
							  32'bx;
assign Immed_out =     ((Opcode==6'b111000)||(Opcode==6'b110000)||(Opcode==6'b000011)||(Opcode==6'b000111)||(Opcode==6'b001111)||(Opcode==6'b011111)) ? pre_Immed_out :  
						     ((Opcode==6'b110010)||(Opcode==6'b110011)) ? pre_Immed_out :   
							  ((Opcode==6'b111001)) ? pre_Immed_out :   
							  ((Opcode==6'b111111)||(Opcode==6'b000000)||(Opcode==6'b000001))? {pre_Immed_out<<2}: 
							  32'bx;
endmodule
`timescale 1ns / 1ps
module MUX(
    output [31:0] datout,
    input [31:0] datin0,
    input [31:0] datin1,
    input [31:0] datin2,
    input [31:0] datin3,
    input [31:0] datin4,
    input [31:0] datin5,
    input [31:0] datin6,
    input [31:0] datin7,
    input [31:0] datin8,
    input [31:0] datin9,
    input [31:0] datin10,
    input [31:0] datin11,
    input [31:0] datin12,
    input [31:0] datin13,
    input [31:0] datin14,
    input [31:0] datin15,
    input [31:0] datin16,
    input [31:0] datin17,
    input [31:0] datin18,
    input [31:0] datin19,
    input [31:0] datin20,
    input [31:0] datin21,
    input [31:0] datin22,
    input [31:0] datin23,
    input [31:0] datin24,
    input [31:0] datin25,
    input [31:0] datin26,
    input [31:0] datin27,
    input [31:0] datin28,
    input [31:0] datin29,
    input [31:0] datin30,
    input [31:0] datin31,
    input [4:0] sel
    );
	assign datout = (sel==5'b00000) ? datin0 :
							(sel==5'b00001) ? datin1 :
							(sel==5'b00010) ? datin2 :
							(sel==5'b00011) ? datin3 :
							(sel==5'b00100) ? datin4 :
							(sel==5'b00101) ? datin5 :
							(sel==5'b00110) ? datin6 :
							(sel==5'b00111) ? datin7 :
							(sel==5'b01000) ? datin8 :
							(sel==5'b01001) ? datin9 :
							(sel==5'b01010) ? datin10 :
							(sel==5'b01011) ? datin11 :
							(sel==5'b01100) ? datin12 :
							(sel==5'b01101) ? datin13 :
							(sel==5'b01110) ? datin14 :
							(sel==5'b01111) ? datin15 :
							(sel==5'b10000) ? datin16 :
							(sel==5'b10001) ? datin17 :
							(sel==5'b10010) ? datin18 :
							(sel==5'b10011) ? datin19 :
							(sel==5'b10100) ? datin20 :
							(sel==5'b10101) ? datin21 :
							(sel==5'b10110) ? datin22 :
							(sel==5'b10111) ? datin23 :
							(sel==5'b11000) ? datin24 :
							(sel==5'b11001) ? datin25 :
							(sel==5'b11010) ? datin26 :
							(sel==5'b11011) ? datin27 :
							(sel==5'b11100) ? datin28 :
							(sel==5'b11101) ? datin29 :
							(sel==5'b11110) ? datin30 :
							(sel==5'b11111) ? datin31 :
							32'bX;
endmodule
`timescale 1ns / 1ps
module MUX2_1(
			input [31:0] data0, 
			input [31:0] data1, 
			input  select,
			output [31:0] dataout
    );
	assign dataout = (select==0) ? data0 : 
						  (select==1) ? data1 : 
							32'bx;
endmodule
`timescale 1ns / 1ps
module MUX2_1_5b(
    		input [4:0] data0, 
			input [4:0] data1, 
			input  select,
			output [4:0] dataout
    );
	assign dataout = (select==0) ? data0 : 
						  (select==1) ? data1 : 
							5'bx;
endmodule
`timescale 1ns / 1ps
module AND_5_input(output g,
	input a,
	input b,
	input c,
	input d,
	input e);
  and  and1(f1,a,b,c,d),
            and2(g,f1,e);
endmodule
module decoder32(
    input [4:0] Awr,
    output out0,
    output out1,
    output out2,
    output out3,
    output out4,
    output out5,
    output out6,
    output out7,
    output out8,
    output out9,
    output out10,
    output out11,
    output out12,
    output out13,
    output out14,
    output out15,
    output out16,
    output out17,
    output out18,
    output out19,
    output out20,
    output out21,
    output out22,
    output out23,
    output out24,
    output out25,
    output out26,
    output out27,
    output out28,
    output out29,
    output out30,
    output out31
    );
	not  Inv4(Nota, Awr[4]);
	not  Inv3(Notb, Awr[3]);
	not  Inv2(Notc, Awr[2]);
	not  Inv1(Notd, Awr[1]);
	not  Inv0(Note, Awr[0]);
	AND_5_input a0(out0,  Nota,Notb,Notc,Notd,Note);  
	AND_5_input a1(out1,  Nota,Notb,Notc,Notd,Awr[0]);  
	AND_5_input a2(out2,  Nota,Notb,Notc,Awr[1],Note);  
	AND_5_input a3(out3,  Nota,Notb,Notc,Awr[1],Awr[0]);
	AND_5_input a4(out4,  Nota,Notb,Awr[2],Notd,Note);
	AND_5_input a5(out5,  Nota,Notb,Awr[2],Notd,Awr[0]);
	AND_5_input a6(out6,  Nota,Notb,Awr[2],Awr[1],Note);
	AND_5_input a7(out7,  Nota,Notb,Awr[2],Awr[1],Awr[0]);
	AND_5_input a8(out8,    Nota,Awr[3],Notc,Notd,Note);
	AND_5_input a9(out9,    Nota,Awr[3],Notc,Notd,Awr[0]);
	AND_5_input a10(out10,  Nota,Awr[3],Notc,Awr[1],Note);
	AND_5_input a11(out11,  Nota,Awr[3],Notc,Awr[1],Awr[0]);
	AND_5_input a12(out12,  Nota,Awr[3],Awr[2],Notd,Note);
	AND_5_input a13(out13,  Nota,Awr[3],Awr[2],Notd,Awr[0]);
	AND_5_input a14(out14,  Nota,Awr[3],Awr[2],Awr[1],Note);
	AND_5_input a15(out15,  Nota,Awr[3],Awr[2],Awr[1],Awr[0]);
	AND_5_input a16(out16,  Awr[4],Notb,Notc,Notd,Note);
	AND_5_input a17(out17,  Awr[4],Notb,Notc,Notd,Awr[0]);
	AND_5_input a18(out18,  Awr[4],Notb,Notc,Awr[1],Note);
	AND_5_input a19(out19,  Awr[4],Notb,Notc,Awr[1],Awr[0]);
	AND_5_input a20(out20,  Awr[4],Notb,Awr[2],Notd,Note);
	AND_5_input a21(out21,  Awr[4],Notb,Awr[2],Notd,Awr[0]);
	AND_5_input a22(out22,  Awr[4],Notb,Awr[2],Awr[1],Note);
	AND_5_input a23(out23,  Awr[4],Notb,Awr[2],Awr[1],Awr[0]);
	AND_5_input a24(out24,  Awr[4],Awr[3],Notc,Notd,Note);
	AND_5_input a25(out25,  Awr[4],Awr[3],Notc,Notd,Awr[0]);
	AND_5_input a26(out26,  Awr[4],Awr[3],Notc,Awr[1],Note);
	AND_5_input a27(out27,  Awr[4],Awr[3],Notc,Awr[1],Awr[0]);
	AND_5_input a28(out28,  Awr[4],Awr[3],Awr[2],Notd,Note);
	AND_5_input a29(out29,  Awr[4],Awr[3],Awr[2],Notd,Awr[0]);
	AND_5_input a30(out30,  Awr[4],Awr[3],Awr[2],Awr[1],Note);
	AND_5_input a31(out31,  Awr[4],Awr[3],Awr[2],Awr[1],Awr[0]);  
endmodule
`timescale 1ns / 1ps
module register(
    input CLK,
    input WE,
    input wire [31:0] Data,
    output reg [31:0] Dout
    );
	 always @(posedge CLK) 
		if (WE) 
			Dout<=Data;
endmodule
`timescale 1ns / 1ps
module registerfile(
    input wire [4:0] Adr1,		 
    input wire [4:0] Adr2,
    input wire [4:0] Awr,      
    input wire [31:0] Din,		 
    input wire WrEn,          
    input wire Clk,
    output wire [31:0] Dout1,  
    output wire [31:0] Dout2  
    );
	wire wren [0:31]; 
	wire decout [0:31]; 
	decoder32 dec(Awr,decout[0],decout[1],decout[2],decout[3],decout[4],decout[5],decout[6],decout[7],decout[8],decout[9],decout[10],decout[11],decout[12],decout[13],decout[14],decout[15],decout[16],decout[17],decout[18],decout[19],decout[20],decout[21],decout[22],decout[23],decout[24],decout[25],decout[26],decout[27],decout[28],decout[29],decout[30],decout[31]);
	assign wren[1]=decout[1]&WrEn;
	assign wren[2]=decout[2]&WrEn;
	assign wren[3]=decout[3]&WrEn;
	assign wren[4]=decout[4]&WrEn;
	assign wren[5]=decout[5]&WrEn;
	assign wren[6]=decout[6]&WrEn;
	assign wren[7]=decout[7]&WrEn;
	assign wren[8]=decout[8]&WrEn;
	assign wren[9]=decout[9]&WrEn;
	assign wren[10]=decout[10]&WrEn;
	assign wren[11]=decout[11]&WrEn;
	assign wren[12]=decout[12]&WrEn;
	assign wren[13]=decout[13]&WrEn;
	assign wren[14]=decout[14]&WrEn;
	assign wren[15]=decout[15]&WrEn;
	assign wren[16]=decout[16]&WrEn;
	assign wren[17]=decout[17]&WrEn;
	assign wren[18]=decout[18]&WrEn;
	assign wren[19]=decout[19]&WrEn;
	assign wren[20]=decout[20]&WrEn;
	assign wren[21]=decout[21]&WrEn;
	assign wren[22]=decout[22]&WrEn;
	assign wren[23]=decout[23]&WrEn;
	assign wren[24]=decout[24]&WrEn;
	assign wren[25]=decout[25]&WrEn;
	assign wren[26]=decout[26]&WrEn;
	assign wren[27]=decout[27]&WrEn;
	assign wren[28]=decout[28]&WrEn;
	assign wren[29]=decout[29]&WrEn;
	assign wren[30]=decout[30]&WrEn;
	assign wren[31]=decout[31]&WrEn;
	wire [31:0] dout [0:31]; 
   register re0(Clk, 1'b1, 32'd0, dout[0]); 
	register re1(Clk, wren[1], Din, dout[1]);
	register re2(Clk, wren[2], Din, dout[2]);
	register re3(Clk, wren[3], Din, dout[3]);
	register re4(Clk, wren[4], Din, dout[4]);
	register re5(Clk, wren[5], Din, dout[5]);
	register re6(Clk, wren[6], Din, dout[6]);
	register re7(Clk, wren[7], Din, dout[7]);
	register re8(Clk, wren[8], Din, dout[8]);
	register re9(Clk, wren[9], Din, dout[9]);
	register re10(Clk, wren[10], Din, dout[10]);
	register re11(Clk, wren[11], Din, dout[11]);
	register re12(Clk, wren[12], Din, dout[12]);
	register re13(Clk, wren[13], Din, dout[13]);
	register re14(Clk, wren[14], Din, dout[14]);
	register re15(Clk, wren[15], Din, dout[15]);
	register re16(Clk, wren[16], Din, dout[16]);
	register re17(Clk, wren[17], Din, dout[17]);
	register re18(Clk, wren[18], Din, dout[18]);
	register re19(Clk, wren[19], Din, dout[19]);
	register re20(Clk, wren[20], Din, dout[20]);
	register re21(Clk, wren[21], Din, dout[21]);
	register re22(Clk, wren[22], Din, dout[22]);
	register re23(Clk, wren[23], Din, dout[23]);
	register re24(Clk, wren[24], Din, dout[24]);
	register re25(Clk, wren[25], Din, dout[25]);
	register re26(Clk, wren[26], Din, dout[26]);
	register re27(Clk, wren[27], Din, dout[27]);
	register re28(Clk, wren[28], Din, dout[28]);
	register re29(Clk, wren[29], Din, dout[29]);
	register re30(Clk, wren[30], Din, dout[30]);
	register re31(Clk, wren[31], Din, dout[31]);
	MUX mux1(Dout1,dout[0],dout[1],dout[2],dout[3],dout[4],dout[5],dout[6],dout[7],dout[8],dout[9],dout[10],dout[11],dout[12],dout[13],dout[14],dout[15],dout[16],dout[17],dout[18],dout[19],dout[20],dout[21],dout[22],dout[23],dout[24],dout[25],dout[26],dout[27],dout[28],dout[29],dout[30],dout[31] ,Adr1);
	MUX mux2(Dout2,dout[0],dout[1],dout[2],dout[3],dout[4],dout[5],dout[6],dout[7],dout[8],dout[9],dout[10],dout[11],dout[12],dout[13],dout[14],dout[15],dout[16],dout[17],dout[18],dout[19],dout[20],dout[21],dout[22],dout[23],dout[24],dout[25],dout[26],dout[27],dout[28],dout[29],dout[30],dout[31] ,Adr2);
endmodule

===== flow/run.sh =====
#!/bin/bash
# OpenROAD 26Q1-2900-gdf79404cd8, Yosys 0.63+post, stock flow scripts
make -C /OpenROAD-flow-scripts/flow DESIGN_CONFIG=/design/flow/config.mk WORK_HOME=/design/flow/orfs finish

===== flow/config.mk =====
export PLATFORM = sky130hd
export DESIGN_NAME = DECSTAGE
export DESIGN_NICKNAME = DECSTAGE
export VERILOG_FILES = /design/flow/design.v
export SDC_FILE = /design/flow/constraint.sdc
export NUM_CORES = 4
export LEC_CHECK = 1
export CORE_UTILIZATION = 30

===== flow/constraint.sdc =====
current_design DECSTAGE

set clk_period 21.5
set clk_io_pct 0.2

create_clock -name clk0 -period $clk_period [get_ports {Clk}]

set non_clock_inputs [all_inputs -no_clocks]
set_input_delay [expr $clk_period * $clk_io_pct] -clock clk0 $non_clock_inputs
set_output_delay [expr $clk_period * $clk_io_pct] -clock clk0 [all_outputs]

==> results.json <==
{
  "cts.sinks": 992,
  "num_vias": 37200,
  "postRouteAntennaNets": 0,
  "setup_violations": 0,
  "edf_count": 992,
  "areaGrowthSynthToFinish_pct": 17.3,
  "worstMarginPinSlew_ns": 1.20,
  "fp_util_pct": 30.3,
  "grt_pass1_vias": 38100,
  "peakVddDrop_mv": 0.0545,
  "ff_type": "edfxtp_1",
  "synthCells": 3604,
  "clockBufferDepth": 3,
  "grt_usage_pct": 26.1,
  "cts.hold.buffers_added": 0,
  "top_cell_area_share_pct": 64.6,
  "cellPowerDensity_mw_per_mm2": 81.5,
  "postSynthSeqShare_pct": 64.6,
  "outcome": "completed",
  "cp-end-kind": "output port",
  "place.gp.congestion": 1.02,
  "dp.cells": 5690,
  "cts_tree": "done",
  "period_needed_ns": 13.91,
  "die_w_um": 394,
  "topCellsByArea": "edfxtp_1, o22ai_1, a221oi_1",
  "warning_count": 25,
  "layout_top_cell": "edfxtp_1",
  "worstPathMaxFanout": 31,
  "drt-wirelength-per-cell_um": 33.5,
  "die_y_um": 394,
  "post-dp-hpwl_um": 119000,
  "hold_violations": 0,
  "hp-class": "input port to flop",
  "drc": 0,
  "cp_cell_sequence": "clkdlybuf4s50_1 -> nand4bb_1 -> a22oi_2 -> buf_4 -> or3_1 -> buf_4 -> nor2b_1 -> nand2_1 -> o21ai_0 -> a21oi_1 -> o211ai_1 -> clkdlybuf4s50_1",
  "crit_start": "Instr[11]",
  "critPathRequiredTime_ns": 17.20,
  "htree_levels": 3,
  "synth_top_cell_by_area": "edfxtp_1",
  "cpPeakStageDelay_ns": 0.99,
  "worst_hold_slack_ns": 4.69,
  "syn_avg_cell_area_um2": 12.8,
  "finalSetupTns_ns": 0,
  "final_cell_mix": "edfxtp_1, o22ai_1, nand2_1, o21ai_0, clkdlybuf4s50_1",
  "antenna_found_initial": 12,
  "first_iter_violations": 4156,
  "fillers": 14400,
  "ctsResizeCount": 0,
  "grt_first_pass_wirelength_um": 275000,
  "yosysCellCount": 3604,
  "setup.worst_path.end": "RF_B[17]",
  "max_slew_margin_pct": 19.5,
  "fin_util_pct": 35.6,
  "die_area_mm2": 0.155,
  "cp_data_arrival_time_ns": 9.61,
  "ys_warn_count": 8,
  "clkTransAtPathRegs_ns": 0.06,
  "cap_violations": 0,
  "critical_path_class": "input port to output port",
  "clock-root-buffer": "clkbuf_16",
  "cts_made_buffers": 99,
  "slowest_stage": "clkdlybuf4s50_1",
  "wl_um": 197000,
  "first_pass_iters": 8,
  "fmax_mhz": 71.9,
  "rows": 143,
  "grt-ovfl-total": 0,
  "yosys_area_mm2": 0.0461,
  "syn-cell-area_mm2": 0.0461,
  "rsz0062_at_grt": "no",
  "via_per_inst": 6.33,
  "cts_setup_buffers": 0,
  "leakage_nw": 17.1,
  "finalNonFillerCells": 5875,
  "numSynthFlops": 992,
  "io_buffer_count": 195,
  "period_used_pct": 64.7,
  "grt_max_degree": 62,
  "coreArea_mm2": 0.152,
  "async_flop_share_pct": 0,
  "pre_cts_ws_ns": 7.85,
  "synthDistinctLibCells": 90,
  "ios": 196,
  "layout-drive-gt1-share_pct": 12.9,
  "worst_slack_ns": 7.59,
  "finalMaxSlewViolations": 0,
  "critPathLaunchType": "input port"
}
[routing by layer]
| layer | vias up | global-route usage [%] | wire length, um |
|---|---|---|---|
| met5 | - | 4.99 | 966 |
| met4 | 40 | 10.2 | 10600 |
| met3 | 691 | 20.9 | 37400 |
| met2 | 3360 | 36.9 | 83600 |
| met1 | 17900 | 28.7 | 64100 |
| li1 | 15300 | - | - |
[how the worst min path moves through the flow]
stage	startpoint	end	slack [ns]	cells past startpoint
6_report	RF_WrEn	registers.re7.Dout[7]	4.69	4
5_1_grt	RF_WrEn	registers.re7.Dout[7]	4.73	4
4_1_cts	RF_WrEn	registers.re7.Dout[7]	4.68	4
[stage by stage]
stage / total power, mW / area [um2]
2_1_floorplan: 2.43 / 46100
3_3_place_gp: 2.70 / 50900
3_5_place_dp: 2.70 / 50900
4_1_cts: 4.40 / 54100
5_1_grt: 4.50 / 54100
6_report: 4.41 / 54100
[final cells by class]
class / instances / area [um2] / area share (%)
diodes: 6 / 15.0 / 0.0277
clock inverters: 58 / 577 / 1.07
inverters: 24 / 90.1 / 0.166
flip-flops and latches: 992 / 29800 / 55.0
well taps: 2030 / 2540 / 4.69
repair buffers: 353 / 3130 / 5.78
clock buffers: 121 / 2600 / 4.81
multi-input cells: 2291 / 15400 / 28.4
[synth_stat cells, types with 22 or more instances]
| cell type | instances |
|---|---|
| mux2i_1 | 79 |
| a221o_1 | 25 |
| o21ai_1 | 22 |
| nor2_1 | 207 |
| clkbuf_1 | 203 |
| nor3_1 | 87 |
| o211ai_1 | 63 |
| mux2_2 | 33 |
| nor4_1 | 38 |
| a22oi_1 | 99 |
| inv_1 | 24 |
| edfxtp_1 | 992 |
| a31oi_1 | 22 |
| o22ai_1 | 331 |
| a221oi_1 | 128 |
| o21ai_0 | 200 |
| nand2_1 | 226 |
| a21oi_1 | 173 |
| or3_1 | 72 |
| buf_2 | 44 |
| nand3_1 | 94 |
| a22o_1 | 31 |
| o31ai_1 | 23 |
| a222oi_1 | 85 |
[cell families after synthesis]
group | synth area share, %
xor+xnor | 0.0190
simple gates | 9.72
mux | 2.55
buf+inv | 3.04
compound gates | 20.1
flops | 64.6
[where the power goes]
group	internal [mW]	switching (mW)
Clock	0.970	0.762
Combinational	0.171	0.326
Sequential	2.17	0.0127
Total	3.31	1.10
[critical path, delay by kind of cell]
kind,cells,cell delay [ns]
simple gates,4,1.41
compound gates,4,1.69
buf+inv,4,2.16
No activity file was given, so power comes from the tool's default toggle rates.
