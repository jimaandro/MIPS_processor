[./config.mk]
export PLATFORM = sky130hd
export DESIGN_NAME = DECODE
export DESIGN_NICKNAME = DECODE
export VERILOG_FILES = /design/flow/design.v
export SDC_FILE = /design/flow/constraint.sdc
export NUM_CORES = 4
export LEC_CHECK = 1
export CORE_AREA = 10 10 84 84
export DIE_AREA = 0 0 94 94
[./constraint.sdc]
current_design DECODE

set clk_period 2.7
set clk_io_pct 0.2

create_clock -name clk0 -period $clk_period [get_ports {Clk}]

set non_clock_inputs [all_inputs -no_clocks]
set_input_delay [expr $clk_period * $clk_io_pct] -clock clk0 $non_clock_inputs
set_output_delay [expr $clk_period * $clk_io_pct] -clock clk0 [all_outputs]
[./design.v]
`timescale 1ns / 1ps
module DECODE(
    input wire [31:0] Instr,
    input wire RF_WrEn,
    input wire [31:0] ALU_out,
    input wire [31:0] MEM_out,
    input wire RF_WrData_sel,
    input wire RF_B_sel,
    input wire Clk,
    output wire [31:0] Immed,
    output wire [31:0] RF_A,
    output wire [31:0] RF_B
    );
wire [4:0] readre1;
wire [4:0] readre2;
wire [31:0] Writedat;
wire [4:0] Instr_part1; 
assign Instr_part1 = {Instr[15:11]};
wire [4:0] Instr_part2; 
assign Instr_part2 = {Instr[20:16]};
wire [4:0] Instr_part3; 
assign Instr_part3 = {Instr[25:21]};
wire [15:0] Instr_part4; 
assign Instr_part4 = {Instr[15:0]};
wire [5:0] Opcode; 
assign Opcode = {Instr[31:26]};
Imm_conv_16_32 converter(Opcode,Instr_part4,Immed);
MUX2_1 mult_input(ALU_out,MEM_out,RF_WrData_sel,Writedat); 
MUX2_1_5b multi_addr(Instr_part1,Instr_part2,RF_B_sel); 
registerfile registers(readre1,readre2,Instr_part2,Wrietdat,RF_WrEn,Clk,RF_A,RF_B);
endmodule
`timescale 1ns / 1ps
module Imm_conv_16_32(
    input wire [5:0] Opcode,
    input wire [15:0] Immed_in,
    output wire [31:0] Immed_out
    );
	 wire [31:0] pre_Immed_out;
assign pre_Immed_out = ((Opcode==6'b111000)||(Opcode==6'b110000)||(Opcode==6'b000011)||(Opcode==6'b000111)||(Opcode==6'b001111)||(Opcode==6'b011111)||(Opcode==6'b111111)||(Opcode==6'b000000)||(Opcode==6'b000001)) ? {{16{Immed_in[15]}}, Immed_in} :  
						     ((Opcode==6'b110010)||(Opcode==6'b110011)) ? {16'b0000000000000000, Immed_in} :   
							  ((Opcode==6'b111001)) ? {Immed_in<<16} :   
							  32'bx;
assign Immed_out =     ((Opcode==6'b111000)||(Opcode==6'b110000)||(Opcode==6'b000011)||(Opcode==6'b000111)||(Opcode==6'b001111)||(Opcode==6'b011111)) ? pre_Immed_out :  
						     ((Opcode==6'b110010)||(Opcode==6'b110011)) ? pre_Immed_out :   
							  ((Opcode==6'b111001)) ? pre_Immed_out :   
							  ((Opcode==6'b111111)||(Opcode==6'b000000)||(Opcode==6'b000001))? {pre_Immed_out<<2}: 
							  32'bx;
endmodule
`timescale 1ns / 1ps
module MUX(
    output [31:0] datout,
    input [31:0] datin0,
    input [31:0] datin1,
    input [31:0] datin2,
    input [31:0] datin3,
    input [31:0] datin4,
    input [31:0] datin5,
    input [31:0] datin6,
    input [31:0] datin7,
    input [31:0] datin8,
    input [31:0] datin9,
    input [31:0] datin10,
    input [31:0] datin11,
    input [31:0] datin12,
    input [31:0] datin13,
    input [31:0] datin14,
    input [31:0] datin15,
    input [31:0] datin16,
    input [31:0] datin17,
    input [31:0] datin18,
    input [31:0] datin19,
    input [31:0] datin20,
    input [31:0] datin21,
    input [31:0] datin22,
    input [31:0] datin23,
    input [31:0] datin24,
    input [31:0] datin25,
    input [31:0] datin26,
    input [31:0] datin27,
    input [31:0] datin28,
    input [31:0] datin29,
    input [31:0] datin30,
    input [31:0] datin31,
    input [4:0] sel
    );
	assign datout = (sel==5'b00000) ? datin0 :
							(sel==5'b00001) ? datin1 :
							(sel==5'b00010) ? datin2 :
							(sel==5'b00011) ? datin3 :
							(sel==5'b00100) ? datin4 :
							(sel==5'b00101) ? datin5 :
							(sel==5'b00110) ? datin6 :
							(sel==5'b00111) ? datin7 :
							(sel==5'b01000) ? datin8 :
							(sel==5'b01001) ? datin9 :
							(sel==5'b01010) ? datin10 :
							(sel==5'b01011) ? datin11 :
							(sel==5'b01100) ? datin12 :
							(sel==5'b01101) ? datin13 :
							(sel==5'b01110) ? datin14 :
							(sel==5'b01111) ? datin15 :
							(sel==5'b10000) ? datin16 :
							(sel==5'b10001) ? datin17 :
							(sel==5'b10010) ? datin18 :
							(sel==5'b10011) ? datin19 :
							(sel==5'b10100) ? datin20 :
							(sel==5'b10101) ? datin21 :
							(sel==5'b10110) ? datin22 :
							(sel==5'b10111) ? datin23 :
							(sel==5'b11000) ? datin24 :
							(sel==5'b11001) ? datin25 :
							(sel==5'b11010) ? datin26 :
							(sel==5'b11011) ? datin27 :
							(sel==5'b11100) ? datin28 :
							(sel==5'b11101) ? datin29 :
							(sel==5'b11110) ? datin30 :
							(sel==5'b11111) ? datin31 :
							32'bX;
endmodule
`timescale 1ns / 1ps
module MUX2_1(
			input [31:0] data0, 
			input [31:0] data1, 
			input  select,
			output [31:0] dataout
    );
	assign dataout = (select==0) ? data0 : 
						  (select==1) ? data1 : 
							32'bx;
endmodule
`timescale 1ns / 1ps
module MUX2_1_5b(
    		input [4:0] data0, 
			input [4:0] data1, 
			input  select,
			output [4:0] dataout
    );
	assign dataout = (select==0) ? data0 : 
						  (select==1) ? data1 : 
							5'bx;
endmodule
`timescale 1ns / 1ps
module AND_5_input(output g,
	input a,
	input b,
	input c,
	input d,
	input e);
  and  and1(f1,a,b,c,d),
            and2(g,f1,e);
endmodule
module decoder32(
    input [4:0] Awr,
    output out0,
    output out1,
    output out2,
    output out3,
    output out4,
    output out5,
    output out6,
    output out7,
    output out8,
    output out9,
    output out10,
    output out11,
    output out12,
    output out13,
    output out14,
    output out15,
    output out16,
    output out17,
    output out18,
    output out19,
    output out20,
    output out21,
    output out22,
    output out23,
    output out24,
    output out25,
    output out26,
    output out27,
    output out28,
    output out29,
    output out30,
    output out31
    );
	not  Inv4(Nota, Awr[4]);
	not  Inv3(Notb, Awr[3]);
	not  Inv2(Notc, Awr[2]);
	not  Inv1(Notd, Awr[1]);
	not  Inv0(Note, Awr[0]);
	AND_5_input a0(out0,  Nota,Notb,Notc,Notd,Note);  
	AND_5_input a1(out1,  Nota,Notb,Notc,Notd,Awr[0]);  
	AND_5_input a2(out2,  Nota,Notb,Notc,Awr[1],Note);  
	AND_5_input a3(out3,  Nota,Notb,Notc,Awr[1],Awr[0]);
	AND_5_input a4(out4,  Nota,Notb,Awr[2],Notd,Note);
	AND_5_input a5(out5,  Nota,Notb,Awr[2],Notd,Awr[0]);
	AND_5_input a6(out6,  Nota,Notb,Awr[2],Awr[1],Note);
	AND_5_input a7(out7,  Nota,Notb,Awr[2],Awr[1],Awr[0]);
	AND_5_input a8(out8,    Nota,Awr[3],Notc,Notd,Note);
	AND_5_input a9(out9,    Nota,Awr[3],Notc,Notd,Awr[0]);
	AND_5_input a10(out10,  Nota,Awr[3],Notc,Awr[1],Note);
	AND_5_input a11(out11,  Nota,Awr[3],Notc,Awr[1],Awr[0]);
	AND_5_input a12(out12,  Nota,Awr[3],Awr[2],Notd,Note);
	AND_5_input a13(out13,  Nota,Awr[3],Awr[2],Notd,Awr[0]);
	AND_5_input a14(out14,  Nota,Awr[3],Awr[2],Awr[1],Note);
	AND_5_input a15(out15,  Nota,Awr[3],Awr[2],Awr[1],Awr[0]);
	AND_5_input a16(out16,  Awr[4],Notb,Notc,Notd,Note);
	AND_5_input a17(out17,  Awr[4],Notb,Notc,Notd,Awr[0]);
	AND_5_input a18(out18,  Awr[4],Notb,Notc,Awr[1],Note);
	AND_5_input a19(out19,  Awr[4],Notb,Notc,Awr[1],Awr[0]);
	AND_5_input a20(out20,  Awr[4],Notb,Awr[2],Notd,Note);
	AND_5_input a21(out21,  Awr[4],Notb,Awr[2],Notd,Awr[0]);
	AND_5_input a22(out22,  Awr[4],Notb,Awr[2],Awr[1],Note);
	AND_5_input a23(out23,  Awr[4],Notb,Awr[2],Awr[1],Awr[0]);
	AND_5_input a24(out24,  Awr[4],Awr[3],Notc,Notd,Note);
	AND_5_input a25(out25,  Awr[4],Awr[3],Notc,Notd,Awr[0]);
	AND_5_input a26(out26,  Awr[4],Awr[3],Notc,Awr[1],Note);
	AND_5_input a27(out27,  Awr[4],Awr[3],Notc,Awr[1],Awr[0]);
	AND_5_input a28(out28,  Awr[4],Awr[3],Awr[2],Notd,Note);
	AND_5_input a29(out29,  Awr[4],Awr[3],Awr[2],Notd,Awr[0]);
	AND_5_input a30(out30,  Awr[4],Awr[3],Awr[2],Awr[1],Note);
	AND_5_input a31(out31,  Awr[4],Awr[3],Awr[2],Awr[1],Awr[0]);  
endmodule
`timescale 1ns / 1ps
module register(
    input CLK,
    input WE,
    input wire [31:0] Data,
    output reg [31:0] Dout
    );
	 always @(posedge CLK) 
		if (WE) 
			Dout<=Data;
endmodule
`timescale 1ns / 1ps
module registerfile(
    input wire [4:0] Adr1,		 
    input wire [4:0] Adr2,
    input wire [4:0] Awr,      
    input wire [31:0] Din,		 
    input wire WrEn,          
    input wire Clk,
    output wire [31:0] Dout1,  
    output wire [31:0] Dout2  
    );
	wire wren [0:31]; 
	wire decout [0:31]; 
	decoder32 dec(Awr,decout[0],decout[1],decout[2],decout[3],decout[4],decout[5],decout[6],decout[7],decout[8],decout[9],decout[10],decout[11],decout[12],decout[13],decout[14],decout[15],decout[16],decout[17],decout[18],decout[19],decout[20],decout[21],decout[22],decout[23],decout[24],decout[25],decout[26],decout[27],decout[28],decout[29],decout[30],decout[31]);
	assign wren[1]=decout[1]&WrEn;
	assign wren[2]=decout[2]&WrEn;
	assign wren[3]=decout[3]&WrEn;
	assign wren[4]=decout[4]&WrEn;
	assign wren[5]=decout[5]&WrEn;
	assign wren[6]=decout[6]&WrEn;
	assign wren[7]=decout[7]&WrEn;
	assign wren[8]=decout[8]&WrEn;
	assign wren[9]=decout[9]&WrEn;
	assign wren[10]=decout[10]&WrEn;
	assign wren[11]=decout[11]&WrEn;
	assign wren[12]=decout[12]&WrEn;
	assign wren[13]=decout[13]&WrEn;
	assign wren[14]=decout[14]&WrEn;
	assign wren[15]=decout[15]&WrEn;
	assign wren[16]=decout[16]&WrEn;
	assign wren[17]=decout[17]&WrEn;
	assign wren[18]=decout[18]&WrEn;
	assign wren[19]=decout[19]&WrEn;
	assign wren[20]=decout[20]&WrEn;
	assign wren[21]=decout[21]&WrEn;
	assign wren[22]=decout[22]&WrEn;
	assign wren[23]=decout[23]&WrEn;
	assign wren[24]=decout[24]&WrEn;
	assign wren[25]=decout[25]&WrEn;
	assign wren[26]=decout[26]&WrEn;
	assign wren[27]=decout[27]&WrEn;
	assign wren[28]=decout[28]&WrEn;
	assign wren[29]=decout[29]&WrEn;
	assign wren[30]=decout[30]&WrEn;
	assign wren[31]=decout[31]&WrEn;
	wire [31:0] dout [0:31]; 
   register re0(Clk, 1'b1, 32'd0, dout[0]); 
	register re1(Clk, wren[1], Din, dout[1]);
	register re2(Clk, wren[2], Din, dout[2]);
	register re3(Clk, wren[3], Din, dout[3]);
	register re4(Clk, wren[4], Din, dout[4]);
	register re5(Clk, wren[5], Din, dout[5]);
	register re6(Clk, wren[6], Din, dout[6]);
	register re7(Clk, wren[7], Din, dout[7]);
	register re8(Clk, wren[8], Din, dout[8]);
	register re9(Clk, wren[9], Din, dout[9]);
	register re10(Clk, wren[10], Din, dout[10]);
	register re11(Clk, wren[11], Din, dout[11]);
	register re12(Clk, wren[12], Din, dout[12]);
	register re13(Clk, wren[13], Din, dout[13]);
	register re14(Clk, wren[14], Din, dout[14]);
	register re15(Clk, wren[15], Din, dout[15]);
	register re16(Clk, wren[16], Din, dout[16]);
	register re17(Clk, wren[17], Din, dout[17]);
	register re18(Clk, wren[18], Din, dout[18]);
	register re19(Clk, wren[19], Din, dout[19]);
	register re20(Clk, wren[20], Din, dout[20]);
	register re21(Clk, wren[21], Din, dout[21]);
	register re22(Clk, wren[22], Din, dout[22]);
	register re23(Clk, wren[23], Din, dout[23]);
	register re24(Clk, wren[24], Din, dout[24]);
	register re25(Clk, wren[25], Din, dout[25]);
	register re26(Clk, wren[26], Din, dout[26]);
	register re27(Clk, wren[27], Din, dout[27]);
	register re28(Clk, wren[28], Din, dout[28]);
	register re29(Clk, wren[29], Din, dout[29]);
	register re30(Clk, wren[30], Din, dout[30]);
	register re31(Clk, wren[31], Din, dout[31]);
	MUX mux1(Dout1,dout[0],dout[1],dout[2],dout[3],dout[4],dout[5],dout[6],dout[7],dout[8],dout[9],dout[10],dout[11],dout[12],dout[13],dout[14],dout[15],dout[16],dout[17],dout[18],dout[19],dout[20],dout[21],dout[22],dout[23],dout[24],dout[25],dout[26],dout[27],dout[28],dout[29],dout[30],dout[31] ,Adr1);
	MUX mux2(Dout2,dout[0],dout[1],dout[2],dout[3],dout[4],dout[5],dout[6],dout[7],dout[8],dout[9],dout[10],dout[11],dout[12],dout[13],dout[14],dout[15],dout[16],dout[17],dout[18],dout[19],dout[20],dout[21],dout[22],dout[23],dout[24],dout[25],dout[26],dout[27],dout[28],dout[29],dout[30],dout[31] ,Adr2);
endmodule
[./run.sh]
#!/bin/bash
# OpenROAD 26Q1-2900-gdf79404cd8, Yosys 0.63+post, stock flow scripts
make -C /OpenROAD-flow-scripts/flow DESIGN_CONFIG=/design/flow/config.mk WORK_HOME=/design/flow/orfs finish
==> ds_physical_params.txt <==
Summary of implementation characteristics

Parameter                              Value

Floorplan
  Row count    26
  Core Density at Floorplan    23.3%
  Number of I/O pins    196
  Floorplan core area    0.00520 mm^2
  Die height    94 um
  Horizontal extent of the die    94 um
  Total die area    0.00884 mm^2

Placement
  Gpl congestion    0.765
  Count of buffers from port buffering    54
  Detailed Place HPWL    2940 um
  Cell total after placement    273

Yosys
  Yosys top cell area share    48.2%
  Yosys stat chip area    0.00121 mm^2
  Biggest area consumer among synthesized cells    sky130_fd_sc_hd__buf_4
  Yosys cell types    27
  Yosys warnings    21
  Sequential area share after synthesis    0%
  Ys cells    152
  Mapped Cells    152
  Synthesized cell area    0.00121 mm^2
  Cell types with the largest area share after synthesis    sky130_fd_sc_hd__buf_4, sky130_fd_sc_hd__a21bo_2, sky130_fd_sc_hd__nand3_2
  Synthesized area divided by synthesized cell count    7.99 um^2

Pwr
  Power Internal    0.153 mW
  Share of total power in sequential cells    0%
  Relative contribution of the clock network to total power    0%
  VDD IR max    0.0000487 V
  Total design power    0.252 mW
  Switching portion of total power    39.4%
  Power density over the cells    135 mW/mm^2
  Share of power burned in combinational logic    100.0%
  Leakage power figure    0.973 nW
  Switching component of the power    0.0993 mW

Outcome
  Failing checks    setup timing
  Result of the run    finished with violations

Route
  Total vias in the final route    1064
  Number of DRC violations after detailed-routing iteration 0    50
  Total wire length after detailed routing    3790 um
  DRC viols    0
  Via density per instance    3.67
  Number of antenna-violating nets in the routed design    0
  Number of detailed-route iterations in the first pass    3
  Count of inserted antenna diode cells    0
  Routed length per placed instance    13.1 um

Cells and area
  Synth-to-layout area growth    53.5%
  Highest-count logic cell in the final layout    sky130_fd_sc_hd__conb_1
  Share of post-route cells with drive strength above 1    45.5%
  Final instance count without filler cells    290
  Reg area    0 um^2
  Clock buffers    0
  Layout sequential cell count    0
  Most frequent cells in the layout    sky130_fd_sc_hd__conb_1, sky130_fd_sc_hd__buf_4, sky130_fd_sc_hd__clkdlybuf4s50_1

Global route
  Via count of the first global-routing pass    1207
  GRT Residual Overflow    0
  Layer with the highest usage after global routing    met2
  First-pass GRT wire length    5540 um
  Met2 Track Usage GR    12.6%
  Initial antenna violation count    0
  Pin count of the biggest net entering global routing    28
  M1 GR Usage    9.20%
  Total routing usage reported by global routing    7.25%
  GR Layer Usage met3    1.86%

Setup path
  Critical-path maximum fanout    4
  Element type at the critical path end    output port
  Startpoint Class    primary input
  Required time of the critical path    2.16 ns
  Worst setup path class    in -> out
  Worst EP arrival    2.19 ns

Clocking
  Quantity of hold-fixing buffers added after cts    0

Timing
  # setup viols final    2
  Crit path time final    2.73 ns
  Pins over their slew limit    0
  TNS Setup    -0.0590 ns
  Setup repair after global routing missed its margin    yes
  Fmax    0.366 GHz
  Post-layout period usage    101%
  Final worst setup slack    -0.0309 ns
  Final number of hold-violating endpoints    0

Job
  Tool warnings    107
  Max_cap viols    0

Min path
  Classification of the worst-slack hold path    in -> out
  Hold Path Cell Cnt    4
==> worst max-delay path, stage by stage <==
cell and delay [ns]:
sky130_fd_sc_hd__clkdlybuf4s15_2 0.18, sky130_fd_sc_hd__or4_4 0.51, sky130_fd_sc_hd__a31oi_4 0.23, sky130_fd_sc_hd__nor2_2 0.11
sky130_fd_sc_hd__a21oi_1 0.13, sky130_fd_sc_hd__clkdlybuf4s50_1 0.49
==> final cells by class <==
cell class	instances	area, um^2
Fill cell	530	3340
Tap cell	70	87.6
Inverter	3	11.3
Multi-Input combinational cell	128	893
Timing Repair Buffer	89	872
==> metrics by stage <==
step | instance area (um^2) | utilization, % | setup slack, ns | hold WS [ns]
after floorplan | 1450 | - | 0.473 | 1.16
after global placement | 1630 | 31.2 | -0.518 | 2.02
after detailed placement | 1630 | 31.2 | -0.529 | 2.02
after CTS | 1760 | 33.8 | -0.0836 | 1.73
after global routing | 1860 | 35.8 | -0.120 | 1.76
final | 1860 | 35.8 | -0.0309 | 1.72
==> power groups by stage <==
| stage | registers, mW | clock network (mW) | logic, mW |
|---|---|---|---|
| 6_report | 0 | 0 | 0.252 |
| 5_1_grt | 0 | 0 | 0.276 |
| 4_1_cts | 0 | 0 | 0.240 |
==> synthesized netlist by cell type <==
library cell and instances:
sky130_fd_sc_hd__o21ai_0 2, sky130_fd_sc_hd__nand3_2 10, sky130_fd_sc_hd__conb_1 1, sky130_fd_sc_hd__or4_4 1, sky130_fd_sc_hd__nand2_4 1, sky130_fd_sc_hd__nand2b_1 2
sky130_fd_sc_hd__nand4b_1 1, sky130_fd_sc_hd__nor3b_1 2, sky130_fd_sc_hd__a21bo_2 14, sky130_fd_sc_hd__buf_4 78, sky130_fd_sc_hd__and2b_4 1, sky130_fd_sc_hd__o311ai_2 1
sky130_fd_sc_hd__a2111oi_2 1, sky130_fd_sc_hd__a41o_2 1, sky130_fd_sc_hd__nor2b_1 1, sky130_fd_sc_hd__buf_6 3, sky130_fd_sc_hd__inv_1 3, sky130_fd_sc_hd__nand4bb_1 2
sky130_fd_sc_hd__buf_2 2, sky130_fd_sc_hd__nor2_2 1, sky130_fd_sc_hd__nand2_1 1, sky130_fd_sc_hd__a31oi_2 1, sky130_fd_sc_hd__mux2i_1 1, sky130_fd_sc_hd__clkbuf_4 2
sky130_fd_sc_hd__a21oi_1 5, sky130_fd_sc_hd__nand3_1 4, sky130_fd_sc_hd__a21oi_2 10
==> final timing paths <==
check	start	to	slack, ns
worst max-delay path	Instr[27]	Immed[14]	-0.03
worst min-delay path	Instr[4]	Immed[4]	1.72
==> timing repair <==
item | 4_1_cts | 5_1_grt
endpoints found under the setup margin | 32 | 14
buffers inserted | 9 | 4
gates resized | 79 | 13
cloned | 3 | 1
pin swaps | 8 | 8
==> cell families after synthesis <==
group	share of synthesized area, %
buf+inv	54.0
simple gates	18.7
mux	0.824
compound gates	26.2
other cells	0.309
==> routing by layer <==
layer / up-vias / wire (um)
met5: - / 0
met4: 0 / 18
met3: 2 / 365
met2: 76 / 1730
met1: 476 / 1670
li1: 510 / -
No activity file was given, so power comes from the tool's default toggle rates.
